File: ./config.mk
export PLATFORM = sky130hd
export DESIGN_NAME = IIR
export DESIGN_NICKNAME = IIR
export VERILOG_FILES = /design/flow/design.v
export SDC_FILE = /design/flow/constraint.sdc
export NUM_CORES = 4
export LEC_CHECK = 1
export CORE_UTILIZATION = 40
export SYNTH_HDL_FRONTEND = slang
File: ./constraint.sdc
current_design IIR

set clk_period 34.5
set clk_io_pct 0.2

create_clock -name clk0 -period $clk_period [get_ports {clk_i}]

set non_clock_inputs [all_inputs -no_clocks]
set_input_delay [expr $clk_period * $clk_io_pct] -clock clk0 $non_clock_inputs
set_output_delay [expr $clk_period * $clk_io_pct] -clock clk0 [all_outputs]
File: ./design.v
`timescale 1ns / 1ps
module IIR 
  #(
    parameter                                 INPUT_TAPS = 3,
    parameter                                 OUTPUT_TAPS = 2,
    parameter                                 DATA_WIDTH = 24,
    parameter                                 COEFF_WIDTH = 18,
    parameter                                 DATA_FRAC_WIDTH = 0,
    parameter                                 COEFF_FRAC_WIDTH = 15,
    parameter                                 PROCESS_DELAY = 2,  
    localparam                                FRAC_WIDTH = DATA_FRAC_WIDTH + COEFF_FRAC_WIDTH,
    localparam                                MULTIPLY_WIDTH = DATA_WIDTH + COEFF_WIDTH - 1,
    localparam                                I_ACC_WIDTH = MULTIPLY_WIDTH + INPUT_TAPS - 1,
    localparam                                O_ACC_WIDTH = MULTIPLY_WIDTH + OUTPUT_TAPS - 1,
    localparam                                RES_ACC_WIDTH = (I_ACC_WIDTH>O_ACC_WIDTH) ? (I_ACC_WIDTH +2) : (O_ACC_WIDTH +2),  
    localparam logic signed [RES_ACC_WIDTH:0] ROUNDING_ERROR = 2 ** (FRAC_WIDTH-1))
   (
    input logic [DATA_WIDTH-1:0]         x_i,
    output logic [DATA_WIDTH-1:0]        y_o,
    input logic signed [COEFF_WIDTH-1:0] coeff_x_i [0:INPUT_TAPS-1], 
    input logic signed [COEFF_WIDTH-1:0] coeff_y_i [0:OUTPUT_TAPS-1], 
    input logic                          valid_i,
    output logic                         ready_and_o,
    output logic                         valid_o,
    input logic                          ready_and_i,
    input logic                          clk_i,
    input logic                          rst_i);
   logic signed [DATA_WIDTH-1:0] input_tap [0:INPUT_TAPS-1];
   logic signed [DATA_WIDTH-1:0] output_tap [0:OUTPUT_TAPS-1];
   logic signed [COEFF_WIDTH-1:0] coeff_x [0:INPUT_TAPS-1];      
   logic signed [COEFF_WIDTH-1:0] coeff_y [0:OUTPUT_TAPS-1];
   logic signed [MULTIPLY_WIDTH:0] multi_prod_x [0:INPUT_TAPS-1];
   logic signed [MULTIPLY_WIDTH:0] multi_prod_y [0:OUTPUT_TAPS-1];
   logic signed [I_ACC_WIDTH:0]    acc_x_reg ;
   logic signed [I_ACC_WIDTH:0]    acc_x_comb ;
   logic signed [O_ACC_WIDTH:0]    acc_y_reg ;
   logic signed [O_ACC_WIDTH:0]    acc_y_comb;
   logic signed [RES_ACC_WIDTH:0]  acc_res;
   logic signed [RES_ACC_WIDTH:0]  acc_res_rounded;
   logic                           tap_en;
   logic                           output_en;   
   logic [DATA_WIDTH-1:0]          y;   
   logic [DATA_WIDTH-1:0]          y_tap;   
   typedef enum bit [1:0] {IDLE, PROCESS, STORE} state_t;
   state_t  state;
   state_t  next_state;
   logic process_done;   
   genvar i;
   generate
      for (i=0; i<INPUT_TAPS; i++) begin :  input_taps
         always_ff @ (posedge clk_i or negedge rst_i) begin
            if (~rst_i) begin             
               input_tap[i] <= '0;
               coeff_x[i] <= '0;
            end
            else if (tap_en) begin
               coeff_x[i] <= coeff_x_i[i];
               if (i == '0)
                 input_tap [i] <= x_i;
               else
                 input_tap [i] <= input_tap[i-1];
            end
         end
         multiplier_wrapper
           #(.USE_IP(0),
             .A_WIDTH(DATA_WIDTH),
             .B_WIDTH(COEFF_WIDTH))
         i_muiltplier_inst (
                            .a(input_tap[i]),
                            .b(coeff_x[i]),
                            .clk(clk_i),
                            .y(multi_prod_x[i]));
      end : input_taps
   endgenerate
   always_comb begin
      acc_x_comb = '0;   
      for (int i=0; i<INPUT_TAPS; i++) begin
         acc_x_comb += multi_prod_x[i];
      end
   end
   generate
      for (i=0; i<OUTPUT_TAPS; i++) begin :  output_taps
         always_ff @ (posedge clk_i or negedge rst_i) begin
            if (~rst_i) begin             
               output_tap[i] <= '0;
               coeff_y[i] <= '0;
            end
            else if (tap_en) begin
               coeff_y[i] <= coeff_y_i[i];            
               if (i == '0)
                 output_tap [i] <= y_tap;
               else
                 output_tap [i] <= output_tap[i-1];
            end
         end
         multiplier_wrapper
           #(.USE_IP(0),
             .A_WIDTH(DATA_WIDTH),
             .B_WIDTH(COEFF_WIDTH))
         o_muiltplier_inst (
                            .a(output_tap[i]),
                            .b(coeff_y[i]),
                            .clk(clk_i),
                            .y(multi_prod_y[i]));
      end :  output_taps
   endgenerate
   always_comb begin
      acc_y_comb = '0;   
      for (int i=0; i<OUTPUT_TAPS; i++) begin
         acc_y_comb += multi_prod_y[i];
      end
   end
   always_ff @(posedge clk_i or negedge rst_i) begin
      if (~rst_i) begin
         acc_x_reg <= '0;
         acc_y_reg <= '0;
         y_tap <= '0;      
      end
      else begin
         if(state == PROCESS) begin
            acc_x_reg <= acc_x_comb;
            acc_y_reg <= acc_y_comb;
         end
         if (output_en)
           y_tap <= y;         
      end
   end  
   assign y_o = y_tap ;
   assign acc_res = acc_x_reg - acc_y_reg;
   assign acc_res_rounded = acc_res + ROUNDING_ERROR;   
   always_comb begin
      if (&acc_res_rounded[RES_ACC_WIDTH:(FRAC_WIDTH+DATA_WIDTH-1)] != |acc_res_rounded[RES_ACC_WIDTH:(FRAC_WIDTH+DATA_WIDTH-1)]) begin
         if(acc_res_rounded[RES_ACC_WIDTH])
           y  = {1'b1, {(DATA_WIDTH-1){1'b0}}};
         else
           y  = {1'b0, {(DATA_WIDTH-1){1'b1}}};
      end else begin
         y = acc_res_rounded[FRAC_WIDTH+DATA_WIDTH-1:FRAC_WIDTH];
      end
   end
   always_ff @(posedge clk_i or negedge rst_i) begin : FSM
      if (~rst_i) begin
         state <= IDLE;
      end
      else begin
         state <= next_state;         
      end
   end  : FSM
   always_comb begin
      tap_en = '0;
      output_en = '0;      
      case(state)
        IDLE: begin
           if (valid_i == '1 && ready_and_o == '1) begin
              next_state = PROCESS;  
              tap_en = '1;
           end
           else
             next_state = IDLE;             
        end
        PROCESS: begin
           if (process_done == 1'b1 && valid_o == 1'b0)  
             next_state = STORE;
           else
             next_state = PROCESS;             
        end
        STORE: begin
           output_en = '1;
           next_state = IDLE; 
           end
        default:
          next_state = IDLE;
      endcase
   end  
   always_ff @(posedge clk_i or negedge rst_i) begin : VALID_O_READY_O
      if (~rst_i) begin
         valid_o <= 1'b0;
         ready_and_o <= 1'b0;         
      end
      else begin
         if (valid_o & ready_and_i)
           valid_o <= 1'b0;
         else if ((state == STORE))
           valid_o <= 1'b1;
         if (next_state == (IDLE) || ((next_state != PROCESS) && (state == (IDLE)))) begin 
            ready_and_o <= '1;
         end else begin
            ready_and_o <= '0;    
         end
      end
   end  
   generate
      if (PROCESS_DELAY <= 2) begin
         assign process_done = '1;
      end
      else begin
         typedef logic unsigned [$clog2(PROCESS_DELAY):0] counter_t;   
         counter_t counter;
         always_ff @(posedge clk_i or negedge rst_i) begin : counter_reg
            if (~rst_i) begin
               counter <= '0;         
            end
            else if (state ==  PROCESS) begin
               counter <= counter + 1'b1;         
            end else
              counter <= '0;      
         end  : counter_reg
         always_comb begin
            if (counter == counter_t'(PROCESS_DELAY-2)) begin
               process_done = '1;         
            end 
            else begin
               process_done = '0;
            end
         end
      end  
   endgenerate
endmodule
module multiplier_wrapper #(parameter USE_IP = 0, parameter A_WIDTH = 32, parameter B_WIDTH = 32) (
    input logic signed [A_WIDTH-1:0]              a,
    input logic signed [B_WIDTH-1:0]              b,
    input logic                          clk,
    output logic signed [(B_WIDTH+A_WIDTH)-1:0] y
);
   generate
      if (USE_IP) begin
         mult_gen_0 
           tech_mult_inst (
                                    .A(a),
                                    .B(b),
                                    .P(y),
                                    .CLK(clk));
      end else begin
         assign y = a*b;           
      end
   endgenerate
endmodule
File: ./run.sh
#!/bin/bash
# OpenROAD 26Q1-2900-gdf79404cd8, Yosys 0.63+post, stock flow scripts
make -C /OpenROAD-flow-scripts/flow DESIGN_CONFIG=/design/flow/config.mk WORK_HOME=/design/flow/orfs finish
==> results.txt <==
outcome = finished, final reports clean
accumulated negative setup slack = 0 ps
estimated wirelength of the detail-placed design = 210,000 µm
count of state elements after synthesis = 326
average cell area after synthesis = 9.26 µm²
sinks on the clock net = 326
classification of the worst-slack hold path = register to register
Seq share, synth = 0.0890
R2R Setup Slk = 24,890 ps
global route overflow = 0
finished layout cell area = 0.0981 mm²
final slew viol count = 0
Resized cells post-CTS = 0
Area Growth Syn to Fin = 7.02%
Post-CTS Repair Setup Buffers = 0
critical path data arrival time = 10,170 ps
critical path peak fanout = 25
Cell Rows = 175
critical hold path startpoint = coeff_x[47]
Setup Crit Path Kind = register to register
hold bufs inserted after CTS = 0
number of instances in the placed design = 12,700
achievable clock frequency = 104 MHz
overall die area = 0.231 mm²
data required time of the worst path = 35,050 ps
final std cells w/o fill = 12,800
ys cells = 9,896
post-route DRC violation count = 0
Reg2Reg Capture Point = acc_x_reg[42]
DRT iter0 DRCs = 2,430
# setup viols final = 0
flip-flop count of the largest register after layout = 72
startpoint type of the worst setup path = register
DR vias = 62,700
Worst Max-Slew Pin Slew = 1050 ps
wire length of the first global-routing pass = 406,000 µm
minimum clock period after layout = 9610 ps
width of the die = 481 µm
worst-case clock buffer depth = 3
Slowest-stage cell, CP = sky130_fd_sc_hd__dfrtp_1
number of synthesized flops with an enable pin = 0
worst hold path cell count = 2
registers with the highest flip-flop counts = input_tap: 72 flops, coeff_x: 54 flops, output_tap: 48 flops
pre-placement core utilization = 0.403
Biggest register = input_tap
GPL Wtd Cong = 0.993
most prevalent standard cell on the critical path = sky130_fd_sc_hd__fa_1
count of antenna-violating nets left after detailed routing = 0
H-tree depth = 2
proportion of layout cells with a drive suffix above 1 = 0.0378
first-pass iteration count of the detailed router = 6
GR Util All Layers = 0.247
FFs w/ async S/R, synth = 1.00
Final Cycle Share = 0.279
distinct cell type count of the synthesized netlist = 91
highest-count cells in the layout ignoring fill and taps = sky130_fd_sc_hd__inv_1, sky130_fd_sc_hd__fa_1, sky130_fd_sc_hd__nand2_1, sky130_fd_sc_hd__and2_1, sky130_fd_sc_hd__ha_1
cells after synthesis = 9,896
clk_skew = 48.2 ps
Std-Cell Core Area = 0.227 mm²
initial antenna violation count = 10
PortBufs = 143
tool warnings = 42
number of failing hold endpoints at the final stage = 0
chip area estimate from yosys synthesis = 0.0916 mm²
highest-count logic cell in the final layout = sky130_fd_sc_hd__inv_1
delay contributed by the slowest stage of the critical path = 960 ps
hold path endpoint = coeff_x[47]
TritonCTS clock tree = yes
number of global-route vias before repair = 70,500
Post-Synthesis Cell Area = 0.0916 mm²
Insertion Delay late pin = 690 ps
sort of element at the end of the critical path = register
average wire per standard cell = 19.5 µm
Slew HR = 0.303
DP Area = 0.0963 mm²
I/O Pins = 144
max-cap check violation count = 0
root cell of the clock tree = sky130_fd_sc_hd__clkbuf_16
TritonCTS buffer count = 49
fill cell instance count of the final layout = 21,300
Via density = 4.89
dominant register cell = sky130_fd_sc_hd__dfrtp_1
synthesis warning total = 0
worst reg-to-reg path cell count = 27
pin count of the biggest net entering global routing = 67
source of the worst register-to-register timing path = coeff_x[36]
unrepaired setup endpoints after global routing = false
overall routed net length = 250,000 µm
die height = 481 µm
clock slew seen by the registers of the worst setup and hold paths = 70 ps
-- stage by stage --
| step | hold slack, ps | setup WS [ps] | utilization |
|---|---|---|---|
| floorplan | 439 | 26290 | - |
| global placement | 459 | 24430 | 0.423 |
| detailed placement | 465 | 24420 | 0.423 |
| CTS | 480 | 24850 | 0.431 |
| global route | 495 | 24420 | 0.431 |
| finish | 474 | 24890 | 0.431 |
-- cell usage after synthesis, types with 3 or more instances --
master | count | area, µm²
sky130_fd_sc_hd__buf_6 | 6 | 67.6
sky130_fd_sc_hd__o21a_1 | 17 | 128
sky130_fd_sc_hd__a21o_2 | 3 | 26.3
sky130_fd_sc_hd__a211oi_1 | 13 | 97.6
sky130_fd_sc_hd__o21ai_0 | 99 | 495
sky130_fd_sc_hd__o21ai_1 | 9 | 45.0
sky130_fd_sc_hd__nor4_1 | 5 | 31.3
sky130_fd_sc_hd__nor2b_1 | 6 | 37.5
sky130_fd_sc_hd__a31o_2 | 4 | 35.0
sky130_fd_sc_hd__or3_1 | 6 | 37.5
sky130_fd_sc_hd__and3_1 | 7 | 43.8
sky130_fd_sc_hd__a211o_1 | 6 | 52.6
sky130_fd_sc_hd__a2111oi_0 | 4 | 35.0
sky130_fd_sc_hd__clkbuf_1 | 496 | 1860
sky130_fd_sc_hd__o31ai_1 | 11 | 82.6
sky130_fd_sc_hd__mux2_2 | 38 | 428
sky130_fd_sc_hd__buf_1 | 9 | 33.8
sky130_fd_sc_hd__inv_1 | 2452 | 9200
sky130_fd_sc_hd__xor2_1 | 36 | 315
sky130_fd_sc_hd__dfrtp_1 | 325 | 8130
sky130_fd_sc_hd__ha_1 | 474 | 5930
sky130_fd_sc_hd__nand2_1 | 2050 | 7690
sky130_fd_sc_hd__nor2_1 | 112 | 420
sky130_fd_sc_hd__or2_2 | 4 | 25.0
sky130_fd_sc_hd__a21oi_1 | 133 | 666
sky130_fd_sc_hd__nand4_1 | 20 | 125
sky130_fd_sc_hd__a31oi_1 | 12 | 75.1
sky130_fd_sc_hd__xnor2_1 | 99 | 867
sky130_fd_sc_hd__mux2i_1 | 5 | 50.1
sky130_fd_sc_hd__a221o_1 | 3 | 30.0
sky130_fd_sc_hd__o211ai_1 | 11 | 82.6
sky130_fd_sc_hd__clkbuf_8 | 5 | 68.8
sky130_fd_sc_hd__nand3_1 | 69 | 345
sky130_fd_sc_hd__nand2b_1 | 76 | 475
sky130_fd_sc_hd__o2111ai_1 | 3 | 26.3
sky130_fd_sc_hd__a21o_1 | 64 | 480
sky130_fd_sc_hd__o21bai_1 | 12 | 90.1
sky130_fd_sc_hd__fa_1 | 2382 | 47700
sky130_fd_sc_hd__nor3_1 | 19 | 95.1
sky130_fd_sc_hd__nor3b_1 | 3 | 22.5
sky130_fd_sc_hd__and2_1 | 724 | 4530
sky130_fd_sc_hd__o2bb2ai_1 | 3 | 26.3
-- area by class of cell --
cell class | count | area, µm² | share of cell area
antenna | 3 | 7.51 | 0.0000766
clock buffer | 56 | 1310 | 0.0134
clock inverter | 35 | 437 | 0.00445
inverter | 2454 | 9210 | 0.0939
multi-input combinational | 6596 | 72200 | 0.737
sequential | 326 | 8160 | 0.0832
tap | 3009 | 3760 | 0.0384
timing repair buffer | 343 | 2940 | 0.0300
-- cell families (layout without fill, tap and decap cells) --
family / after synthesis / in the layout / synth area share
AND-OR/OR-AND: 439 / 439 / 0.0310
other: 0 / 3 / 0
buffers and inverters: 2974 / 2888 / 0.123
AND/OR/NAND/NOR: 3123 / 3123 / 0.154
multiplexers: 43 / 43 / 0.00522
flip-flops: 326 / 326 / 0.0890
adder cells (fa/ha/maj): 2856 / 2856 / 0.585
XOR/XNOR: 135 / 135 / 0.0129
-- critical path: cells and delay by family, from the launching register on --
kind	cells	cell delay, ps
AND/OR/NAND/NOR	3	610
AND-OR/OR-AND	9	2650
adder cells (fa/ha/maj)	10	4990
flip-flops	1	960
buffers and inverters	5	240
-- worst max-delay path by stage --
| stage | startpoint | end | slack (ps) | depth (start not counted) |
|---|---|---|---|---|
| final | coeff_x[36] | acc_x_reg[42] | 24890 | 27 |
| after CTS | coeff_x[36] | acc_x_reg[42] | 24850 | 27 |
| after global routing | coeff_x[36] | acc_x_reg[42] | 24420 | 29 |
-- per-layer routing --
metal	global-route usage	up-vias	share of wire
met1	0.330	32000	0.38
met3	0.134	370	0.13
met4	0.0700	8	0.038
li1	-	27900	-
met2	0.361	2410	0.45
met5	0.00166	-	0.00022
