==> design.v <==
`timescale 1ns / 1ps
module FIR 
  #(
    parameter                                 INPUT_TAPS = 3,
    parameter                                 DATA_WIDTH = 24,
    parameter                                 COEFF_WIDTH = 18,
    parameter                                 DATA_FRAC_WIDTH = 0,
    parameter                                 COEFF_FRAC_WIDTH = 15,
    parameter                                 PROCESS_DELAY = 2,  
    localparam                                FRAC_WIDTH = DATA_FRAC_WIDTH + COEFF_FRAC_WIDTH,
    localparam                                MULTIPLY_WIDTH = DATA_WIDTH + COEFF_WIDTH - 1,
    localparam                                I_ACC_WIDTH = MULTIPLY_WIDTH + INPUT_TAPS - 1,
    localparam                                RES_ACC_WIDTH = I_ACC_WIDTH +1,  
    localparam logic signed [RES_ACC_WIDTH:0] ROUNDING_ERROR = 2 ** (FRAC_WIDTH-1))
   (
    input logic [DATA_WIDTH-1:0]         x_i,
    output logic [DATA_WIDTH-1:0]        y_o,
    input logic signed [COEFF_WIDTH-1:0] coeff_x_i [0:INPUT_TAPS-1], 
    input logic                          valid_i,
    output logic                         ready_and_o,
    output logic                         valid_o,
    input logic                          ready_and_i,
    input logic                          clk_i,
    input logic                          rst_i);
   logic signed [DATA_WIDTH-1:0] input_tap [0:INPUT_TAPS-1];
   logic signed [COEFF_WIDTH-1:0] coeff_x [0:INPUT_TAPS-1];      
   logic signed [MULTIPLY_WIDTH:0] multi_prod_x [0:INPUT_TAPS-1];
   logic signed [I_ACC_WIDTH:0]    acc_x_reg ;
   logic signed [I_ACC_WIDTH:0]    acc_x_comb ;
   logic signed [RES_ACC_WIDTH:0]  acc_res_rounded;
   logic                           tap_en;
   logic                           output_en;   
   logic [DATA_WIDTH-1:0]          y;   
   logic [DATA_WIDTH-1:0]          y_tap;   
   genvar i;
   generate
      for (i=0; i<INPUT_TAPS; i++) begin :  input_taps
         always_ff @ (posedge clk_i or negedge rst_i) begin
            if (~rst_i) begin             
               input_tap[i] <= '0;
               coeff_x[i] <= '0;
            end
            else if (tap_en) begin
               coeff_x[i] <= coeff_x_i[i];
               if (i == '0)
                 input_tap [i] <= x_i;
               else
                 input_tap [i] <= input_tap[i-1];
            end
         end
         multiplier_wrapper
           #(.USE_IP(0),
             .A_WIDTH(DATA_WIDTH),
             .B_WIDTH(COEFF_WIDTH))
         i_muiltplier_inst (
                            .a(input_tap[i]),
                            .b(coeff_x[i]),
                            .clk(clk_i),
                            .y(multi_prod_x[i]));
      end : input_taps
   endgenerate
   always_comb begin
      acc_x_comb = '0;   
      for (int i=0; i<INPUT_TAPS; i++) begin
         acc_x_comb += multi_prod_x[i];
      end
   end
   always_ff @(posedge clk_i or negedge rst_i) begin
      if (~rst_i) begin
         acc_x_reg <= '0;
         y_tap <= '0;      
      end
      else begin
         if(state == PROCESS) begin
            acc_x_reg <= acc_x_comb;
         end
         if (output_en)
           y_tap <= y;         
      end
   end  
   assign y_o = y_tap ;
   assign acc_res_rounded = acc_x_reg + ROUNDING_ERROR;   
   always_comb begin
      if (&acc_res_rounded[RES_ACC_WIDTH:(FRAC_WIDTH+DATA_WIDTH-1)] != |acc_res_rounded[RES_ACC_WIDTH:(FRAC_WIDTH+DATA_WIDTH-1)]) begin
         if(acc_res_rounded[RES_ACC_WIDTH])
           y  = {1'b1, {(DATA_WIDTH-1){1'b0}}};
         else
           y  = {1'b0, {(DATA_WIDTH-1){1'b1}}};
      end else begin
         y = acc_res_rounded[FRAC_WIDTH+DATA_WIDTH-1:FRAC_WIDTH];
      end
   end
   typedef enum bit [1:0] {IDLE, PROCESS, STORE} state_t;
   state_t  state;
   state_t  next_state;
   logic process_done;   
   always_ff @(posedge clk_i or negedge rst_i) begin : FSM
      if (~rst_i) begin
         state <= IDLE;
      end
      else begin
         state <= next_state;         
      end
   end  : FSM
   always_comb begin
      tap_en = '0;
      output_en = '0;      
      case(state)
        IDLE: begin
           if (valid_i == '1 && ready_and_o == '1) begin
              next_state = PROCESS;  
              tap_en = '1;
           end
           else
             next_state = IDLE;             
        end
        PROCESS: begin
           if (process_done == 1'b1 && valid_o == 1'b0)  
             next_state = STORE;
           else
             next_state = PROCESS;             
        end
        STORE: begin
           output_en = '1;
           next_state = IDLE; 
           end
        default:
          next_state = IDLE;
      endcase
   end  
   always_ff @(posedge clk_i or negedge rst_i) begin : VALID_O_READY_O
      if (~rst_i) begin
         valid_o <= 1'b0;
         ready_and_o <= 1'b0;         
      end
      else begin
         if (valid_o & ready_and_i)
           valid_o <= 1'b0;
         else if ((state == STORE))
           valid_o <= 1'b1;
         if (next_state == (IDLE) || ((next_state != PROCESS) && (state == (IDLE)))) begin 
            ready_and_o <= '1;
         end else begin
            ready_and_o <= '0;    
         end
      end
   end  
   generate
      if (PROCESS_DELAY <= 2) begin
         assign process_done = '1;
      end
      else begin
         typedef logic unsigned [$clog2(PROCESS_DELAY):0] counter_t;   
         counter_t counter;
         always_ff @(posedge clk_i or negedge rst_i) begin : counter_reg
            if (~rst_i) begin
               counter <= '0;         
            end
            else if (state ==  PROCESS) begin
               counter <= counter + 1'b1;         
            end else
              counter <= '0;      
         end  : counter_reg
         always_comb begin
            if (counter == counter_t'(PROCESS_DELAY-2)) begin
               process_done = '1;         
            end 
            else begin
               process_done = '0;
            end
         end
      end  
   endgenerate
endmodule
module multiplier_wrapper #(parameter USE_IP = 0, parameter A_WIDTH = 32, parameter B_WIDTH = 32) (
    input logic signed [A_WIDTH-1:0]              a,
    input logic signed [B_WIDTH-1:0]              b,
    input logic                          clk,
    output logic signed [(B_WIDTH+A_WIDTH)-1:0] y
);
   generate
      if (USE_IP) begin
         mult_gen_0 
           tech_mult_inst (
                                    .A(a),
                                    .B(b),
                                    .P(y),
                                    .CLK(clk));
      end else begin
         assign y = a*b;           
      end
   endgenerate
endmodule
==> run.sh <==
#!/bin/bash
# OpenROAD 26Q1-2900-gdf79404cd8, Yosys 0.63+post, stock flow scripts
make -C /OpenROAD-flow-scripts/flow DESIGN_CONFIG=/design/flow/config.mk WORK_HOME=/design/flow/orfs finish
==> config.mk <==
export PLATFORM = sky130hd
export DESIGN_NAME = FIR
export DESIGN_NICKNAME = FIR
export VERILOG_FILES = /design/flow/design.v
export SDC_FILE = /design/flow/constraint.sdc
export NUM_CORES = 4
export LEC_CHECK = 1
export CORE_UTILIZATION = 50
export SYNTH_HDL_FRONTEND = slang
==> constraint.sdc <==
current_design FIR

set clk_period 21.1
set clk_io_pct 0.2

create_clock -name clk0 -period $clk_period [get_ports {clk_i}]

set non_clock_inputs [all_inputs -no_clocks]
set_input_delay [expr $clk_period * $clk_io_pct] -clock clk0 $non_clock_inputs
set_output_delay [expr $clk_period * $clk_io_pct] -clock clk0 [all_outputs]
==> flow_summary_export.csv <==
group,metric,value,unit
status,status,"finished, final reports clean",
drt,drtIter0Drc,1145,
clock_tree,clockRootBuffer,"clkbuf_16",
clock_tree,htreeDepth,4,
placement,post-dp-hpwl,115800,microns
drt,drc,0,
clock_tree,postCtsResizedCells,0,
clock_tree,cts_buffers,17,
synth,yosysSeqAreaShare,8.563,%
floorplan,rows,120,
synth,syn_inst,5590,
critical_path,cpMostUsedCell,"fa_1",
synth,top_area_share,53.64,%
clock_tree,clkTransAtPathRegs,0.09,ns
critical_path,cp.required,21.52,ns
clock_tree,cts_buffer_depth,2,
timing,whs,0.4972,ns
critical_path,cp_data_arrival_time,9.40,ns
placement,dp.cells,6913,
critical_path,end_kind,"flop",
drt,finalWirelength,134600,microns
finish,ff_latch_area,4631,sq um
placement,io_buffers,107,
critical_path,reg2reg_depth,24,
synth,syn_area,54080,sq um
synth,yosys.area.top_type,"fa_1",
critical_path,r2r_start,"input_tap[61]",
placement,placed_area,56590,sq um
timing,finalHoldViolCount,0,
finish,utilization,53.39,%
critical_path,cp_top_family,"adder cells",
synth,synthTopCellsByCount,"inv_1 (1,530), fa_1 (1,449), nand2_1 (794)",
worst_hold_path,hold_start,"state[0]",
critical_path,critPathMaxStageDelay,1.01,ns
drt,vias_per_cell,5.047,
synth,ys_async_sr_fraction,100.0,%
floorplan,fp_util,50.44,%
timing,fmax,0.1114,GHz
flow_run,cap_viol_max_count,0,
timing,max_slew_margin,32.34,%
timing,fin_crit_sh,42.54,%
grt,grt_pass1_vias,39230,
timing,drv_slew,0,
placement,gp_congestion,0.9518,
clock_tree,cts_setup_buffers,0,
worst_hold_path,hold_class,"reg2reg",
critical_path,slowest_stage,"dfrtp_1",
worst_hold_path,hold_path_depth,2,
drt,firstDrtPassIters,6,
finish,design_area,57240,sq um
timing,clock_skew,0.02862,ns
clock_tree,cts.sinks,185,
critical_path,critPathBufInv,5,
timing,setup_ws,12.13,ns
critical_path,critPathLaunchType,"flop",
critical_path,path_max_fanout,20,
timing,setup_violations,0,
grt,antenna_found_initial,4,
grt,grtUsageTotal,29.37,%
synth,ys_cells,5590,
floorplan,die_w,330.9,microns
critical_path,path_cells,"nand2_1, fa_1, inv_1, fa_1, inv_1, fa_1, fa_1, fa_1, inv_1, fa_1, inv_1, fa_1, fa_1, inv_1, fa_1, ha_1, a21oi_1, o21ai_0, a221oi_1, nand3_1, o21ai_1, o21ai_0, xor2_1, mux2_2",
critical_path,criticalPathCategory,"reg2reg",
drt,antenna_left,0,
clock_tree,cts_tree,"built",
finish,largest_reg_flops,72,
floorplan,die_h,330.9,microns
floorplan,ios,108,
worst_hold_path,hold_end,"state[0]",
grt,overflow,0,
placement,place_ws,12.13,ns
grt,grt_max_degree,63,
synth,edf_count,0,
timing,setup_tns,0,ns
floorplan,chipArea,109500,sq um
drt,vias,35050,
timing,worst-slew-pin-transition,1.015,ns
finish,fillers,9637,
drt,n_antenna_cell,0,
synth,syn_avg_cell_area,9.674,sq um
timing,period_needed,8.975,ns
flow_run,warnings,38,
finish,logic_area,42550,sq um
critical_path,r2r_slack,12.13,ns
synth,synth_cell_types,78,
synth,ff_type,"dfrtp_1",
synth,ys_top_cells_by_area,"fa_1 (54%), inv_1 (11%), dfrtp_1 (8.5%)",
floorplan,coreArea,107200,sq um
synth,synth.most_common_cell,"inv_1",
drt,wl_per_cell,19.38,microns
critical_path,path_depth,24,
timing,rsz0062_at_grt,"false",
clock_tree,clk_latency,0.54,ns
finish,syn2layout_area_growth,5.847,%
synth,ys_area,54080,sq um
clock_tree,ctsHoldBuffers,0,
critical_path,reg2reg_to,"acc_x_reg[41]",
finish,final_cells,6945,
synth,synth_warnings,0,
finish,drive_above_1_share,5.828,%
synth,ys_ff,185,
grt,grt_pass1_wl,222800,microns
## tightest hold or removal path, cell delays in order, from the launching register on
cell     delay [ns]
dfstp_2        0.40
nand2_1        0.06
nand2_1        0.05
## cell usage in the layout (no fill, tap or decap), types with 98 or more instances in the layout
cell,instances
nand2_1,794
fa_1,1449
dfrtp_1,184
buf_4,110
nor2_1,98
and2_1,479
inv_1,1530
clkdlybuf4s50_1,106
ha_1,222
mux2_2,150
## per-layer routing
metal  vias to the layer above  share of wire (%)  GRT usage [%]
li1                      15660                  -              -
met1                     17990                 41          45.17
met2                      1287                 42          38.89
met3                       117                 16          19.04
met4                         4                1.5          3.176
met5                         -              0.036         0.2609
## worst max path at each step
stage	start	to	slack, ns
CTS	coeff_x[37]	acc_x_reg[43]	12.14
global route	coeff_x[37]	acc_x_reg[43]	11.63
finish	input_tap[61]	acc_x_reg[41]	12.13
## area by class of cell
class	count	area share, %
multi-input combinational	3576	74.34
clock inverter	15	0.3913
tap	1403	3.067
timing repair buffer	217	3.323
sequential	185	8.090
inverter	1532	10.05
clock buffer	17	0.7432
## cell families (layout without fill, tap and decap cells)
kind of cell / Yosys count / in the layout / synth area share [%]
buf+inv: 1829 / 1781 / 12.77
fa+ha+maj: 1671 / 1671 / 58.78
simple gates: 1481 / 1481 / 13.12
compound gates: 199 / 199 / 2.432
flops: 185 / 185 / 8.563
mux: 151 / 151 / 3.142
xor+xnor: 74 / 74 / 1.198
